==> /design/flow/design.v <==
module register_16bit(
    input clk,
    input reset,
    input c_ld,
    input c_clr,
    input [15:0] d_in,
    output reg[15:0] q
);
    always @(posedge clk or posedge reset) begin
        if (reset) q <= 16'b0;
        else if (c_clr) q <= 16'b0;
        else if (c_ld) q <= d_in;
    end
endmodule
==> /design/flow/run.sh <==
#!/bin/bash
# OpenROAD 26Q1-2900-gdf79404cd8, Yosys 0.63+post, stock flow scripts
make -C /OpenROAD-flow-scripts/flow DESIGN_CONFIG=/design/flow/config.mk WORK_HOME=/design/flow/orfs finish
==> /design/flow/config.mk <==
export PLATFORM = sky130hd
export DESIGN_NAME = register_16bit
export DESIGN_NICKNAME = register_16bit
export VERILOG_FILES = /design/flow/design.v
export SDC_FILE = /design/flow/constraint.sdc
export NUM_CORES = 4
export LEC_CHECK = 1
export CORE_AREA = 10 10 89 89
export DIE_AREA = 0 0 99 99
==> /design/flow/constraint.sdc <==
current_design register_16bit

set clk_period 1.0
set clk_io_pct 0.2

create_clock -name clk0 -period $clk_period [get_ports {clk}]

set non_clock_inputs [all_inputs -no_clocks]
set_input_delay [expr $clk_period * $clk_io_pct] -clock clk0 $non_clock_inputs
set_output_delay [expr $clk_period * $clk_io_pct] -clock clk0 [all_outputs]
==> ci_impl_report.md <==
## Implementation flow summary

| Metric | Value |
|---|---|
| PnR worst setup slack | between 0.04 and 0.05 ns |
| R2r startpoint | q[13]$_DFFE_PP0P_ |
| Power Dens Cells | 1330 mW/mm^2 |
| Clock skew | 0 ns |
| IO Pins | 36 |
| Final setup viols | 0 |
| Die width | 99 um |
| Startpoint Class | flip-flop |
| Initial DRC count | 22 |
| Clk sinks | 16 |
| Post-Synthesis Cells | 53 |
| Storage element area | 400 sq um |
| Buf/Inv on CP | 1 |
| Tcrit/Tclk final | a little over nine tenths |
| Worst-margin pin slew | about 0.14 ns |
| RSZ-0062 raised after global routing | no |
| Pleak | ~0.6 nW |
| Detailed Place HPWL | 1470 um |
| Critical Path Start | q[13]$_DFFE_PP0P_ |
| Worst-path clk slew | about 0.070 ns |
| Max Freq | 1050 MHz |
| Critical path arrival | 0.75 ns |
| Drc violations | 0 |
| HP Class | in -> async |
| Max reg flops | 16 |
| Port Buffers | 35 |
| Full die area | roughly 0.01 sq mm |
| Slowest stage cell, crit path | dfrtp_1 |
| CP cell instances | buf_2 |
| Die Y | about 99 um |
| Critical setup path kind | reg -> out |
| Area grow syn2layout | 73.1% |
| Stage-log warning count | 25 |
| Sum Neg Setup Slack | 0 ns |
| Ant diodes | 0 |
| Final hold viol count | 0 |
| CP top delay family | flip-flops |
| Synthesized area per cell | 12.5 sq um |
| Place WS | -0.289 ns |
| Via density | 3.01 |
| Crit Path Max Fanout | 2 |
| GRT overflow | 0 |
| Slowest stage delay, CP | 0.38 ns |
| TritonCTS clock tree | yes |
| First-pass GRT wire length | 3350 um |
| Overall Power | 1.53 mW |
| Yosys cell count | 53 |
| Slew HR | between 90% and 100% |
| Overall routing resource usage | 4.13% |
| Peak VDD IR | 0.364 mV |
| Routed len/inst | 12.0 um |
| Core area | 0.00599 sq mm |
| Max-Cap Viols | 0 |
| YS chip area | 664 sq um |
| Row Count | 28 |
| Fp_density | 11.1% |
| CP Data Required Time | 0.80 ns |
| Largest Register | q |
| Seq share, synth | around 60% |
| Clk ins delay skew pair | between 0.2 and 0.3 ns |
| Drt first pass iters | 4 |
| Clock tree root buffer cell | clkbuf_8 |
| Minimum clock period | 0.954 ns |
| ANT nets after route | 0 |
| Flops after synth | 16 |
| Max Buffers Root-to-Sink | 2 |
| Status | finished clean |
| Top Registers | q: 16 flops |
| Unique cell types | 8 |
| Fillcell total | 649 |
| Setup crit end kind | output pin |
| DRT Wirelength | slightly above 2000 um |
| Routability Congestion | 0.646 |
| Syn. warnings | 1 |
| H-tree Lvls | 1 |
| Pin count of the biggest net entering global routing | 17 |
| Vias in the first global route | 596 |
| Initial antenna violation count | 0 |
| Via count | 508 |
| Synth Cell Area | 664 sq um |
| Total CTS buffers | 3 |
| Final Max Slew Viols | 0 |
| Layout cells sized above 1 | 27.7% |
| Comb area | 220 sq um |
[logic make-up after synthesis]
logic type | Yosys count | share of synthesized area, %
muxes | 16 | 24.1
DFF | 16 | 60.3
buffers and inverters | 5 | 6.59
and+or+nand+nor | 16 | 9.04
[per-stage QoR]
step	area, sq um	hold WS, ns	instances	utilization (%)
after detailed placement	1130	0.513	162	18.8
after global placement	1130	0.504	162	18.8
final	1150	0.254	169	19.2
after CTS	1140	0.253	168	19.1
after global routing	1150	0.299	169	19.2
after floorplan	664	0.114	53	-
[Yosys cell counts (all sizes together)]
| cell | n | area [sq um] |
|---|---|---|
| mux2i | 16 | 160 |
| inv | 1 | 3.75 |
| buf | 4 | 40.0 |
| nor2 | 16 | 60.1 |
| dfrtp | 16 | 400 |
[what timing repair did]
item / 4_1_cts / 5_1_grt
hold endpoints to repair: 0 / 0
hold buffers: 0 / 0
setup endpoints to repair: 25 / 1
buffers inserted: 1 / 1
resized: 49 / 0
cloned: 1 / 0
[power breakdown]
part           switching [mW]  leakage [nW]  internal, mW  total, mW
registers              0.0171         0.212         0.683      0.700
logic                  0.0845         0.343         0.167      0.252
clock network           0.232        0.0288         0.349      0.581
[final timing paths]
| path | slack [ns] | to | depth (start not counted) |
|---|---|---|---|
| max | 0.05 | q[13] | 1 |
| max reg2reg | 0.22 | q[13]$_DFFE_PP0P_ | 3 |
| min reg2reg | 0.52 | q[14]$_DFFE_PP0P_ | 2 |
| min | 0.25 | q[15]$_DFFE_PP0P_ | 3 |
| min in group clk0 | 0.52 | q[14]$_DFFE_PP0P_ | 2 |
| max in group asynchronous | 0.62 | q[11]$_DFFE_PP0P_ | 3 |
[cells in the final DEF, fill, tap and decap left out]
master           synthesis  layout
clkbuf_8                 0       4
buf_12                   1       3
buf_4                    0       2
buf_2                    1      16
clkdlybuf4s50_1          0      18
dfrtp_1                 16      16
inv_1                    1       1
mux2i_1                 16      16
nor2_1                  16      16
dlygate4sd2_1            0       1
bufbuf_16                0       1
[per-layer routing]
layer | vias to the layer above | GRT usage (%) | wire, um
met5 | - | 0 | 0
met3 | 2 | 1.13 | 147
met2 | 14 | 7.01 | 1040
li1 | 253 | - | -
met4 | 0 | 1.10 | 35
met1 | 239 | 5.00 | 803
[layout make-up]
type | instances | share of cell area, %
Clock buffer | 4 | 4.79
Sequential cell | 16 | 34.8
Inverter | 1 | 0.326
Multi-Input combinational cell | 32 | 19.2
Timing Repair Buffer | 41 | 32.8
Tap cell | 75 | 8.16
Power figures rest on the tool's default switching activity, not on a simulated workload.
