**./design.v**
```verilog
module piscaled(input wire clk, 
    output reg led);
    parameter CLK_FREQ = 50_000_000;  
    parameter BLINK_FREQ = 1;         
    localparam MAX_COUNT = CLK_FREQ / (2 * BLINK_FREQ) - 1;
    reg [24:0] counter = 0;  
    always @(posedge clk) begin
        if (counter >= MAX_COUNT) begin
            counter <= 0;
            led <= ~led;  
        end else begin
            counter <= counter + 1;
        end
    end
endmodule
```
**./run.sh**
```bash
#!/bin/bash
# OpenROAD 26Q1-2900-gdf79404cd8, Yosys 0.63+post, stock flow scripts
make -C /OpenROAD-flow-scripts/flow DESIGN_CONFIG=/design/flow/config.mk WORK_HOME=/design/flow/orfs finish
```
**./config.mk**
```make
export PLATFORM = sky130hd
export DESIGN_NAME = piscaled
export DESIGN_NICKNAME = piscaled
export VERILOG_FILES = /design/flow/design.v
export SDC_FILE = /design/flow/constraint.sdc
export NUM_CORES = 4
export LEC_CHECK = 1
export CORE_AREA = 10 10 98 98
export DIE_AREA = 0 0 108 108
```
**./constraint.sdc**
```tcl
current_design piscaled

set clk_period 2.7
set clk_io_pct 0.2

create_clock -name clk0 -period $clk_period [get_ports {clk}]

set non_clock_inputs [all_inputs -no_clocks]
set_input_delay [expr $clk_period * $clk_io_pct] -clock clk0 $non_clock_inputs
set_output_delay [expr $clk_period * $clk_io_pct] -clock clk0 [all_outputs]
```
==> flow_metrics.tcl <==
# collected from the flow reports
set metrics [dict create \
    outcome "finished clean" \
    dr.pass1.iters 4 \
    place_area_sq_um 1465 \
    gr-total-overflow 0 \
    die_w_um 108 \
    n_antenna_cell 0 \
    ant_nets 0 \
    slew_viol_final 0 \
    port_buffers 1 \
    p_per_area_nw_per_um2 419.0 \
    grt_pass1_wl_um 4119 \
    cts_resized 0 \
    num_vias 1099 \
    r2r_slack_ps 660 \
    yosys.area.top_type "dfxtp_1" \
    tightest_slew_ps 560.3 \
    yosysUniqueCellTypes 36 \
    finalSetupViolCount 0 \
    fp_util_pct 17.95 \
    netlist_area_sq_um 1373 \
    top_cell_area_share_pct 36.46 \
    grt_pass1_vias 909 \
    yosys-top-cells-area "dfxtp_1 36%, a211oi_1 5.5%, xor2_1 5.1%" \
    hold_viol 0 \
    cp-start-kind "register" \
    antenna_found_initial 0 \
    std_cell_rows 32 \
    grt_usage_pct 3.978 \
    tool_warnings 25 \
    crit_type "reg -> reg" \
    syn_to_final_growth_pct 10.76 \
    hpwl_um 1710 \
    drt_wl_total_um 2447 \
    cp_data_arrival_time_ps 2180 \
    cts_inserted_buffers 3 \
    critical-path-top-delay-family "simple AND/OR/NAND/NOR gates" \
    cts_sinks 26 \
    ys_cells 144 \
    finalCriticalPeriod_ps 2043 \
    p_leak_uw 0.0006437 \
    final_cells 244 \
    final_area_sq_um 1520 \
    required_ps 2830 \
    die_h_um 108 \
    ys_warn_count 1 \
    cts_max_level 1 \
    ys_ff 26 \
    crit_chain "or3_1, nor3_2, a41o_1, buf_4, a211oi_1" \
    drive_gt1_share_pct 13.38 \
    hold_path_class "reg -> reg" \
    cp-end-kind "register" \
    cts_setup_buffers 0 \
    cts_tree "yes" \
    timing.setup.tns_ps 0 \
    core_sq_um 7647 \
    fmax_ghz 0.4894 \
    cts_hold_buf 0 \
    path_buffers 1 \
    path_max_fanout 14 \
    timing.hold.ws_ps 463.3 \
    max-vdd-ir-drop_v 0.0001699 \
    clkTransAtPathRegs_ps 90 \
    routed_via_density 4.504 \
    drt_iter0_drc 15 \
    wl_per_cell_um 10.03 \
    maxSlewHeadroom_pct 62.65 \
    io_pins 2 \
    cap_violations 0 \
    netlist_instances 144 \
    clk_latency_ps 270 \
    dp_cells 240 \
    rsz0062_at_grt "no" \
    grt_max_degree 17 \
    cp_slowest_stage_delay_ps 500 \
    syn_avg_cell_area_sq_um 9.532 \
    synth_seq_share_pct 38.65 \
    post-route-drc-count 0 \
    chipArea_sq_um 11660 \
    crit_slowest_cell "a41o_1" \
    place_congestion 0.7830 \
    clockBufferDepth 2 \
    skew_ps 1.761 \
    root_buffer "clkbuf_8" \
    fin_crit_sh_pct 75.67 \
    yosys_area_sq_um 1373 \
]
## cell type report
class	count	area (sq um)
clock buffers	4	55.05
fillers	829	6127
inverters	2	7.507
multi-input cells	106	767.0
flip-flops and latches	26	530.5
well taps	102	127.6
repair buffers	4	32.53
## worst reg2reg max path: stages, from the launching register on
cell and delay, ps:
dfxtp_1 390, or3_1 410, nor3_2 240, a41o_1 500, buf_4 300, a211oi_1 80
## final timing paths
| path | endpoint | startpoint | cells after the start |
|---|---|---|---|
| worst max-delay path | counter[21] | counter[10] | 5 |
| worst min-delay path | counter[0] | counter[0] | 1 |
| worst max register to register | counter[21] | counter[10] | 5 |
| worst min register to register | counter[0] | counter[0] | 1 |
## power breakdown
group	internal [uW]	total [uW]	switching [uW]	leakage [uW]
combinational	0	0.000402	0	0.000402
clock	130	252	122	0.0000288
sequential	385	385	0	0.000213
total	515	637	122	0.000644
## routing by layer
layer / global-route usage, % / up-vias / wire, um
li1: - / 552 / -
met1: 6.033 / 526 / 1309
met2: 6.250 / 19 / 1070
met3: 0.1205 / 2 / 36
met4: 0.6679 / 0 / 31
met5: 0 / - / 0
## flip-flops by register name, indices dropped and copies added, names as in the netlist
signal and count:
led 1, counter 25
## cell usage in the layout, fill, tap and decap left out, types with 2 or more instances in the layout
cell	netlist	routed
clkbuf_8	0	4
or4_1	5	5
nor3_1	11	11
and3_1	3	3
inv_1	2	2
o31ai_1	7	7
xnor2_1	2	2
buf_4	1	3
a211oi_2	3	3
nor2_1	2	2
nand3_1	9	9
a211oi_1	10	10
and4_1	2	2
o21ai_0	7	7
xor2_1	8	8
nand2_4	2	2
nand4_1	7	7
or3_1	8	8
nand2_1	7	7
dfxtp_1	25	25
## cell usage after synthesis
| master | count |
|---|---|
| a211oi_1 | 10 |
| a211oi_2 | 3 |
| a311oi_4 | 1 |
| a41o_1 | 1 |
| and2_1 | 1 |
| and3_1 | 3 |
| and4_1 | 2 |
| and4_4 | 1 |
| and4b_1 | 1 |
| buf_2 | 3 |
| buf_4 | 1 |
| buf_6 | 3 |
| clkbuf_1 | 3 |
| dfxtp_1 | 25 |
| edfxtp_1 | 1 |
| ha_1 | 1 |
| inv_1 | 2 |
| nand2_1 | 7 |
| nand2_4 | 2 |
| nand3_1 | 9 |
| nand4_1 | 7 |
| nand4_2 | 1 |
| nand4_4 | 1 |
| nor2_1 | 2 |
| nor3_1 | 11 |
| nor3_2 | 1 |
| nor3b_1 | 1 |
| nor4bb_1 | 1 |
| o21ai_0 | 7 |
| o31ai_1 | 7 |
| or2_2 | 1 |
| or3_1 | 8 |
| or4_1 | 5 |
| or4_4 | 1 |
| xnor2_1 | 2 |
| xor2_1 | 8 |
## through the flow
step / util [%] / setup WS (ps) / power (uW)
3_3_place_gp: 19.16 / 641.8 / 394.1
2_1_floorplan: - / 938.9 / 394.1
5_1_grt: 19.88 / 507.2 / 662.8
6_report: 19.88 / 656.8 / 637.0
4_1_cts: 19.88 / 629.8 / 643.4
3_5_place_dp: 19.16 / 626.1 / 394.1
## kinds of logic (layout without fill, tap and decap cells)
kind of cell	count (synthesis)	count (layout)	synth area share, %
AOI/OAI and AO/OA	29	29	17.23
xor gates and xnor gates	10	10	6.381
adders and majority gates	1	1	0.9114
buffers and inverters	12	10	5.469
DFF	26	26	38.65
and+or+nand+nor	66	66	31.36
Power figures rest on the tool's default switching activity, not on a simulated workload.
