==> /design/flow/design.v <==
module clk_divider(
    input clk,            
    input reset,          
    output reg slow_clk   
);
    reg [25:0] counter;
    always @(posedge clk or posedge reset) begin
        if (reset) begin
            counter <= 0;
            slow_clk <= 0;
        end else begin
            if (counter == 26'd09_999_999) begin  
                counter <= 0;
                slow_clk <= ~slow_clk;  
            end else begin
                counter <= counter + 1;
            end
        end
    end
endmodule
==> /design/flow/run.sh <==
#!/bin/bash
# OpenROAD 26Q1-2900-gdf79404cd8, Yosys 0.63+post, stock flow scripts
make -C /OpenROAD-flow-scripts/flow DESIGN_CONFIG=/design/flow/config.mk WORK_HOME=/design/flow/orfs finish
==> /design/flow/config.mk <==
export PLATFORM = sky130hd
export DESIGN_NAME = clk_divider
export DESIGN_NICKNAME = clk_divider
export VERILOG_FILES = /design/flow/design.v
export SDC_FILE = /design/flow/constraint.sdc
export NUM_CORES = 4
export LEC_CHECK = 1
export CORE_AREA = 10 10 96 96
export DIE_AREA = 0 0 106 106
==> /design/flow/constraint.sdc <==
current_design clk_divider

set clk_period 4.1
set clk_io_pct 0.2

create_clock -name clk0 -period $clk_period [get_ports {clk}]

set non_clock_inputs [all_inputs -no_clocks]
set_input_delay [expr $clk_period * $clk_io_pct] -clock clk0 $non_clock_inputs
set_output_delay [expr $clk_period * $clk_io_pct] -clock clk0 [all_outputs]
==> results.tsv <==
stage	metric	value	unit
routing	remaining antenna violation count	0	
routing	Vias	886	
final_layout	post-route cell area	1469	um2
clocking	Clock Sinks	27	
clocking	Post-CTS Resized	0	
place	Placed Instances	219	
sta	Worst-Margin Slew	0.8115	ns
routing	routed wl met2	977	um
die	row cnt	31	
grt	grt ovf	0	
sta	fmax	0.4342	GHz
routing	WL per Instance	10.04	um
yosys	YS warnings	1	
yosys	Cells after Synth	119	
sta	final setup TNS	0	ns
grt	global-route wire length before repair	4057	um
flow_run	OpenROAD warning count	25	
routing	via/cell ratio	3.973	
yosys	mapped cell area	1287	um2
clocking	clock buffer depth	2	
clocking	H-tree levels	1	
sta	Clock Skews	0.002349	ns
sta	final worst slack	1.797	ns
routing	total wire length	2238	um
yosys	Post-synth seq share	52.48	%
clocking	CTS tree	done	
place	placed cell areas	1424	um2
clocking	setup bufs post-CTS	0	
sta	# setup viols final	0	
grt	largest net degree at the start of global routing	28	
sta	Worst slew margin	45.40	%
final_layout	Finished Layout Cells	223	
sta	Tmin final	2.303	ns
final_layout	Area Overhead vs Synth	14.09	%
yosys	Yosys cell types	27	
setup_path	Worst EP arrival	2.42	ns
sta	RSZ-0062 raised after global routing	no	
worst_hold_path	Min-Delay Path Class	reg2reg	
die	die area	11240	um2
place	post-DP HPWL	1569	um
setup_path	critical path peak fanout	12	
place	Placer Congestion	0.8178	
die	core footprint	7214	um2
sta	Final Cycle Share	56.18	%
place	buffers added on ports	2	
clocking	Clock Pin Slew Worst Setup and Hold Paths	0.09	ns
flow_run	max_cap viols	0	
final_layout	Util after Layout	20.36	%
yosys	Yosys reg bits	27	
setup_path	worst r2r path cells	4	
setup_path	crit path kind	reg2reg	
die	die width	106	um
yosys	Yosys Chip Area	1287	um2
setup_path	CP required	4.22	ns
routing	routed wl met3	42	um
clocking	CTS root buf	clkbuf_8	
setup_path	CP endpoint kind	flip-flop	
run_status	status	finished, final reports clean	
routing	drc violations	0	
setup_path	startpoint types	flip-flop	
sta	Final Hold Viols	0	
yosys	ys cells	119	
routing	TritonRoute pass-1 iters	4	
sta	final slew viol count	0	
place	DP Worst Slack	1.787	ns
pwr	VDD IR max	0.1469	mV
yosys	Syn Area/Cell	10.82	um2
die	FP Util	17.85	%
die	Boundary Pins	3	
die	die height	106	um
routing	uppermost layer routed	met4	
grt	antenna violations before repair	0	
final_layout	layout cell share with drive strength beyond 1	6.452	%
worst_hold_path	cell depth of the worst hold path	1	
grt	vias in the first global route	874	
routing	DRC marker count from the first detailed-route iteration	24	
grt	overall global routing resource usage	4.116	%
clocking	TritonCTS Buffers	3	
routing	detailed-routing wirelength on met1	1188	um
pwr	pwr dens	285.9	nW/um2
routing	ant diodes	0	
clocking	Late-Pin Clk Latency	0.27	ns
pwr	P_leak	0.6670	nW
clocking	CTS Hold Bufs	0	
## report_power, final
part / internal [mW] / switching [mW]
sequential: 0.266 / 0
clock: 0.0695 / 0.0778
combinational: 0.00153 / 0.00515
## through the flow
| stage | total power [mW] | hold WS, ns |
|---|---|---|
| floorplan | 0.2753 | 0.4204 |
| global route | 0.4396 | 0.4994 |
| detailed placement | 0.2787 | 0.4555 |
| CTS | 0.4270 | 0.4787 |
| finish | 0.4199 | 0.4741 |
| global placement | 0.2785 | 0.4597 |
## path summary, 6_finish.rpt
| kind | startpoint | end | slack (ns) |
|---|---|---|---|
| worst max-delay path | counter[13]$_DFF_PP0_ | slow_clk$_DFFE_PP0N_ | 1.80 |
| worst min-delay path | counter[25]$_DFF_PP0_ | counter[25]$_DFF_PP0_ | 0.47 |
| worst max register to register | counter[13]$_DFF_PP0_ | slow_clk$_DFFE_PP0N_ | 1.80 |
| worst min register to register | counter[25]$_DFF_PP0_ | counter[25]$_DFF_PP0_ | 0.47 |
| max in group asynchronous | reset | counter[9]$_DFF_PP0_ | 2.93 |
| min in group asynchronous | reset | counter[21]$_DFF_PP0_ | 0.91 |
## cells in the final DEF (no fill, tap or decap)
| master | count |
|---|---|
| dfrtp_1 | 27 |
| xor2_1 | 15 |
| nand3_1 | 14 |
| nor2_1 | 11 |
| nand4_1 | 8 |
| xnor2_1 | 6 |
| and4_1 | 4 |
| nand2_1 | 4 |
| and3_1 | 3 |
| a21oi_1 | 3 |
| clkbuf_8 | 3 |
| nor4_1 | 2 |
| and3_2 | 2 |
| or4_1 | 2 |
| nor3_1 | 2 |
| o21ai_0 | 2 |
| or3_1 | 2 |
| inv_1 | 2 |
| clkdlybuf4s50_1 | 2 |
| o31ai_1 | 1 |
| or4_4 | 1 |
| nor4_4 | 1 |
| nor3b_1 | 1 |
| o41ai_1 | 1 |
| mux2i_1 | 1 |
| nor2b_1 | 1 |
| ha_1 | 1 |
| clkbuf_1 | 1 |
| buf_4 | 1 |
## final cells by class
type	count	area, um2
fill	818	5746
sequential	27	675.6
multi-input combinational	88	589.3
tap	99	123.9
clock buffer	4	45.04
timing repair buffer	3	27.53
inverter	2	7.507
## sequential cells by signal, summed over array words and instances, names as in the netlist
name      count
slow_clk      1
counter      26
## cells by family after synthesis
family / Yosys count / synth area share (%)
and+or+nand+nor: 58 / 26.53
buffers and inverters: 4 / 1.749
muxes: 1 / 0.7775
DFF: 27 / 52.48
AOI/OAI and AO/OA: 7 / 3.207
adders and majority gates: 1 / 0.9717
xor gates and xnor gates: 21 / 14.29
## layer usage
layer	up-vias	global-route usage, %
met5	-	0
met4	0	0.5803
met3	2	0.6116
met2	8	6.670
met1	438	5.844
li1	438	-
## worst max-delay path, cell delays in order (launching register included)
cell     delay, ns
dfrtp_1       0.43
or4_1         0.51
or4_4         0.45
nor4_4        0.63
xor2_1        0.13
## Yosys cell counts
master    instances  area [um2]
a21oi_1           3       15.01
nor3b_1           1       7.510
clkbuf_1          1       3.750
xor2_1           15       131.4
or4_4             1       11.26
nand3_1          14       70.07
o41ai_1           1       8.760
or4_1             2       15.01
inv_1             2       7.510
buf_6             1       11.26
nor4_1            2       12.51
or3_1             2       12.51
and4_1            4       35.03
nand4_1           8       50.05
nor2_1           11       41.29
xnor2_1           6       52.55
mux2i_1           1       10.01
and3_2            2       15.01
ha_1              1       12.51
nor3_1            2       10.01
dfrtp_1          27       675.7
nor4_4            1       21.27
o31ai_1           1       7.510
nand2_1           4       15.01
o21ai_0           2       10.01
nor2b_1           1       6.260
and3_1            3       18.77
Power is estimated from default activity; no workload was simulated.
